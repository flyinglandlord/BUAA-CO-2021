--- design.v ---
`timescale  1ns/1ns
`timescale 1ns / 1ps
module DigitalTube(
    input clk,
    input reset,
    input Addr,
    input [3:0] dt_data_byteen,
    input [31:0] Din,
    output [31:0] Dout,
    output [7:0] digital_tube2,
    output digital_tube_sel2,
    output [7:0] digital_tube1,
    output reg [3:0] digital_tube_sel1,
    output [7:0] digital_tube0,
    output reg [3:0] digital_tube_sel0
);
    reg [31:0] time_cnt;
    reg [31:0] reg0, reg1;
    reg [1:0] sync_sel;               
    reg [3:0] tube1_val, tube0_val;   
    assign digital_tube_sel2 = 1'b1;
    function[7:0] dt_translate;
        input [3:0] data;
        dt_translate = (data == 4'd0) ? 8'b10000001 :
                       (data == 4'd1) ? 8'b11001111 :
                       (data == 4'd2) ? 8'b10010010 :
                       (data == 4'd3) ? 8'b10000110 :
                       (data == 4'd4) ? 8'b11001100 :
                       (data == 4'd5) ? 8'b10100100 :
                       (data == 4'd6) ? 8'b10100000 :
                       (data == 4'd7) ? 8'b10001111 :
                       (data == 4'd8) ? 8'b10000000 :
                       (data == 4'd9) ? 8'b10000100 :
                       (data == 4'd10) ? 8'b10001000 :
                       (data == 4'd11) ? 8'b11100000 :
                       (data == 4'd12) ? 8'b10110001 :
                       (data == 4'd13) ? 8'b11000010 :
                       (data == 4'd14) ? 8'b10110000 :
                       8'b10111000 ;
    endfunction
    assign digital_tube2 = dt_translate(reg1[3:0]);
    assign digital_tube1 = dt_translate(tube1_val);
    assign digital_tube0 = dt_translate(tube0_val);
    always @(posedge clk) begin
        if(reset) begin
            time_cnt <= 0;
            reg0 <= 0;
            reg1 <= 0;
            sync_sel <= 0;
            tube1_val <= 0;
            tube0_val <= 0;
            digital_tube_sel0 <= 0;
            digital_tube_sel1 <= 0;
        end else begin
            time_cnt <= time_cnt + 1;
            if(time_cnt == 32'd500000) begin
                time_cnt <= 0;
                digital_tube_sel1[sync_sel - 2'b1] <= 1'b0;
                case(sync_sel)
                    2'b00: tube1_val <= reg0[19:16];
                    2'b01: tube1_val <= reg0[23:20];
                    2'b10: tube1_val <= reg0[27:24];
                    2'b11: tube1_val <= reg0[31:28];
                endcase
                digital_tube_sel1[sync_sel] <= 1'b1;
                digital_tube_sel0[sync_sel - 2'b1] <= 1'b0;
                case(sync_sel)
                    2'b00: tube0_val <= reg0[3:0];
                    2'b01: tube0_val <= reg0[7:4];
                    2'b10: tube0_val <= reg0[11:8];
                    2'b11: tube0_val <= reg0[15:12];
                endcase
                digital_tube_sel0[sync_sel] <= 1'b1;
                sync_sel <= sync_sel + 1'b1;
            end
        end
        if(| dt_data_byteen) begin
            case (Addr)
                1'b0: begin
                    if(dt_data_byteen[3]) reg0[31:24] <= Din[31:24];
                    if(dt_data_byteen[2]) reg0[23:16] <= Din[23:16];
                    if(dt_data_byteen[1]) reg0[15:8] <= Din[15:8];
                    if(dt_data_byteen[0]) reg0[7:0] <= Din[7:0];
                end
                1'b1: begin
                    if(dt_data_byteen[3]) reg1[31:24] <= Din[31:24];
                    if(dt_data_byteen[2]) reg1[23:16] <= Din[23:16];
                    if(dt_data_byteen[1]) reg1[15:8] <= Din[15:8];
                    if(dt_data_byteen[0]) reg1[7:0] <= Din[7:0];
                end
            endcase
        end
    end
    assign Dout = (Addr == 1'b0) ? reg0 : reg1;
endmodule
--- run.sh ---
#!/bin/bash
# OpenROAD 26Q1-2900-gdf79404cd8, Yosys 0.63+post, stock flow scripts
make -C /OpenROAD-flow-scripts/flow DESIGN_CONFIG=/design/flow/config.mk WORK_HOME=/design/flow/orfs finish
--- config.mk ---
export PLATFORM = sky130hd
export DESIGN_NAME = DigitalTube
export DESIGN_NICKNAME = DigitalTube
export VERILOG_FILES = /design/flow/design.v
export SDC_FILE = /design/flow/constraint.sdc
export NUM_CORES = 4
export LEC_CHECK = 1
export CORE_UTILIZATION = 30
--- constraint.sdc ---
current_design DigitalTube

set clk_period 7.1
set clk_io_pct 0.2

create_clock -name clk0 -period $clk_period [get_ports {clk}]

set non_clock_inputs [all_inputs -no_clocks]
set_input_delay [expr $clk_period * $clk_io_pct] -clock clk0 $non_clock_inputs
set_output_delay [expr $clk_period * $clk_io_pct] -clock clk0 [all_outputs]
==> impl_metrics.py <==
# Physical implementation metrics
metrics = {
    "status": {
        "status": "complete, no violations",
    },
    "yosys": {
        "topCellsByArea": "dfxtp_1 (37%), nand2_1 (7.8%), o21ai_0 (6.0%)",
        "yosys_cells": 749,
        "async_flop_share_pct": 0,
        "yosys_warnings": 1,
        "ys_seq_elements": 112,
        "ys_area_um2": 6020,
        "avgSynthCellArea_um2": 8.037,
        "syn-instance-count": 749,
        "edf_count": 0,
        "synth_top_flop_cell": "dfxtp_1",
        "synth_area_um2": 6020,
        "yosysTopAreaCellShare_pct": 37.25,
        "synth_cell_types": 51,
        "top_area_cell": "dfxtp_1",
        "ys_seq_share_pct": 37.25,
    },
    "die": {
        "core_um2": 19590,
        "chip_area_um2": 20640,
        "die_h_um": 143.7,
        "rows": 51,
        "fp.dieW_um": 143.7,
        "floorplan.core_util_pct": 30.73,
        "pin_count": 104,
    },
    "routing": {
        "drtAntennaViolNets": 0,
        "drtIter0Drc": 311,
        "via_per_inst": 4.887,
        "vias": 5200,
        "diodes": 0,
        "first_pass_iters": 5,
        "wl_um": 14740,
        "detail_route.wl_per_cell_um": 13.85,
        "drc": 0,
    },
    "final_timing": {
        "fmax_mhz": 241.1,
        "slew_viol_final": 0,
        "post-route-period-util_pct": 58.42,
        "finalHoldViolCount": 0,
        "rsz0062_at_grt": "no",
        "setup_tns_ns": 0,
        "final-setup-viol-count": 0,
        "tightest_slew_ns": 0.7495,
        "fin_crit_ns": 4.148,
        "finClkSkew_ns": 0.009486,
        "slew_headroom_pct": 49.33,
    },
    "critical_path": {
        "worstPathMaxFanout": 44,
        "r2r_end": "time_cnt[4]",
        "cp_cell_sequence": "buf_2 -> buf_4 -> mux2_2 -> clkdlybuf4s50_1",
        "cp.required_ns": 5.68,
        "crit_start": "Addr",
        "cp-end-kind": "output port",
        "ff2ff_setup_slack_ns": 4.88,
        "setup.worst_path.end": "Dout[31]",
        "slowest_stage": "buf_4",
        "cpPeakStageDelay_ns": 0.41,
        "r2r_start": "time_cnt[8]",
        "crit_type": "in -> out",
        "crit_path_start_kind": "input port",
        "reg2reg_depth": 4,
        "worst-endpoint-arrival_ns": 2.73,
    },
    "clocking": {
        "clkTransAtPathRegs_ns": 0.07,
        "cts_root_buffer": "clkbuf_16",
        "clockBufferDepth": 2,
        "clock_sinks": 112,
        "hold_buffers": 0,
        "cts_buffers": 9,
        "cts_tree": "built",
        "cts_setup_buffers": 0,
        "worstSkewPairLatency_ns": 0.35,
        "postCtsResizedCells": 0,
        "cts_max_level": 3,
    },
    "grt": {
        "grt.total_usage_pct": 15.00,
        "grt_pass1_wl_um": 24290,
        "grt_pass1_vias": 4655,
        "grt_max_degree": 85,
        "grt_antenna_before_repair": 0,
        "grt_overflow": 0,
    },
    "power": {
        "finalPower_w": 0.001347,
        "powerDensity_nw_per_um2": 184.3,
        "p_leak_nw": 2.644,
        "irDropWorstVdd_mv": 0.1157,
    },
    "place": {
        "hpwlAfterDp_um": 10560,
        "place_area_um2": 7013,
        "gp_congestion": 0.8437,
        "numPortBuffers": 99,
    },
    "hold_path": {
        "min_path_type": "reg -> reg",
    },
    "cells_and_area": {
        "lay_top_count": "nand2_1",
        "area_delta_synth_final_pct": 21.43,
        "fin_area_um2": 7310,
        "mostFrequentLayoutCells": "nand2_1 (125), dfxtp_1 (112), clkdlybuf4s50_1 (97)",
        "drive_gt1_share_pct": 8.260,
    },
    "run": {
        "warnings": 32,
        "cap_violations": 0,
    },
}
[worst min-delay path by stage]
stage | from | end | slack (ns) | cells after the start
CTS | reg1[25] | reg1[25] | 0.47 | 2
finish | reg1[26] | reg1[26] | 0.47 | 2
global route | reg1[7] | reg1[7] | 0.49 | 2
[logic make-up (layout without fill, tap and decap cells)]
kind of cell    count (synthesis)  after routing  synth area share, %
simple gates                  339            339                30.37
compound gates                152            152                14.65
flops                         112            112                37.25
buf+inv                        82            129                6.485
mux                            36             36                6.652
xor+xnor                       16             16                2.328
fa+ha+maj                      11             11                2.203
other cells                     1              4              0.06230
[sequential cells by signal, indices dropped and copies added (netlist names), named ones only]
signal / count
tube0_val: 4
digital_tube_sel0: 2
sync_sel: 2
digital_tube_sel1: 2
reg1: 32
tube1_val: 4
reg0: 32
time_cnt: 32
[worst max-delay path: cells and delay by family]
kind / cells / cell delay [ns]
multiplexers: 1 / 0.40
buffers and inverters: 3 / 0.90
[synthesized netlist by cell type, types with 7 or more instances]
cell,number
and3_1,7
xor2_1,9
nand3b_1,32
ha_1,9
and4_1,11
nor4_1,8
clkbuf_1,45
dfxtp_1,112
mux2_2,32
nand3_1,21
o21ai_0,72
a21oi_1,43
xnor2_1,7
nand2_1,125
or3_1,8
nand2b_1,40
buf_4,8
inv_1,12
nand4_1,18
o31ai_1,10
a222oi_1,8
nor2_1,31
[per-stage QoR]
stage	hold WS, ns	std cells	setup slack, ns	util [%]
2_1_floorplan	0.4352	752	3.293	-
3_3_place_gp	0.4608	1048	2.976	35.80
3_5_place_dp	0.4654	1048	2.952	35.80
4_1_cts	0.4748	1064	2.941	37.31
5_1_grt	0.4906	1064	2.888	37.31
6_report	0.4739	1064	2.952	37.31
[final cells by class]
cell class,instances,area (µm²)
clock buffer,10,229.0
clock inverter,6,67.56
fill,2007,12280
inverter,12,45.04
multi-input combinational,558,3398
sequential,112,2242
tap,265,331.6
timing repair buffer,101,996.0
[report_power, final]
part | internal, W | switching [W] | total (W)
registers | 0.000655 | 0.0000264 | 0.000682
clock network | 0.000277 | 0.000241 | 0.000518
logic | 0.0000919 | 0.0000557 | 0.000148
[layer usage]
| metal | wire (µm) | vias to the layer above | track usage (%) |
|---|---|---|---|
| li1 | - | 2723 | - |
| met1 | 7586 | 2352 | 24.19 |
| met2 | 6119 | 109 | 21.54 |
| met3 | 824 | 16 | 2.782 |
| met4 | 209 | 0 | 1.736 |
| met5 | 0 | - | 0 |
Power is estimated from default activity; no workload was simulated.
