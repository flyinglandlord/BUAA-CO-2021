## config.mk

```make
export PLATFORM = sky130hd
export DESIGN_NAME = TC
export DESIGN_NICKNAME = TC
export VERILOG_FILES = /design/flow/design.v
export SDC_FILE = /design/flow/constraint.sdc
export NUM_CORES = 4
export LEC_CHECK = 1
export CORE_UTILIZATION = 40
```

## constraint.sdc

```tcl
current_design TC

set clk_period 7.3
set clk_io_pct 0.2

create_clock -name clk0 -period $clk_period [get_ports {clk}]

set non_clock_inputs [all_inputs -no_clocks]
set_input_delay [expr $clk_period * $clk_io_pct] -clock clk0 $non_clock_inputs
set_output_delay [expr $clk_period * $clk_io_pct] -clock clk0 [all_outputs]
```

## design.v

```verilog
`timescale  1ns/1ns
`timescale 1ns / 1ps
module TC(
    input clk,
    input reset,
    input [31:2] Addr,
    input WE,
    input [31:0] Din,
    output [31:0] Dout,
    output IRQ
    );
	reg [1:0] state;
	reg [31:0] mem [2:0];
	reg _IRQ;
	assign IRQ = mem[0][3] & _IRQ;
	assign Dout = mem[Addr[3:2]];
	wire [31:0] load = Addr[3:2] == 0 ? {28'h0, Din[3:0]} : Din;
	integer i;
	always @(posedge clk) begin
		if(reset) begin
			state <= 0; 
			for(i = 0; i < 3; i = i+1) mem[i] <= 0;
			_IRQ <= 0;
		end
		else if(WE) begin
			mem[Addr[3:2]] <= load;
		end
		else begin
			case(state)
				2'b00 : if(mem[0][0]) begin
					state <= 2'b01;
					_IRQ <= 1'b0;
				end
				2'b01 : begin
					mem[2] <= mem[1];
					state <= 2'b10;
				end
				2'b10  : 
					if(mem[0][0]) begin
						if(mem[2] > 1) mem[2] <= mem[2]-1;
						else begin
							mem[2] <= 0;
							state <= 2'b11;
							_IRQ <= 1'b1;
						end
					end
					else state <= 2'b00;
				default : begin
					if(mem[0][2:1] == 2'b00) mem[0][0] <= 1'b0;
					else _IRQ <= 1'b0;
					state <= 2'b00;
				end
			endcase
		end
	end
endmodule
```

## run.sh

```bash
#!/bin/bash
# OpenROAD 26Q1-2900-gdf79404cd8, Yosys 0.63+post, stock flow scripts
make -C /OpenROAD-flow-scripts/flow DESIGN_CONFIG=/design/flow/config.mk WORK_HOME=/design/flow/orfs finish
```

==> qor.csv <==
metric,value,unit
status,"finished, final reports clean",
fp_util,0.410,
clkTransAtPathRegs,0.06,ns
syn_avg_cell_area,12.3,um^2
top_usage_layer,met2,
grt_pass1_wl,28300,um
root_buffer,clkbuf_16,
critical_path.startpoint_type,input pin,
hp-class,register to register,
cts_resized,0,
syn-cell-area,6800,um^2
period_used_share,0.638,
port-buffer-count,69,
fmax,215,MHz
p_seq_frac,0.464,
grt_setup_unrepaired,false,
use_met1,0.326,
cp_slowest_cell,mux4_2,
synth-edff-count,128,
synthToLayoutAreaGrowth,24.4,%
synthCells,552,
crit_path_end_kind,output pin,
maxSlewViolCount,0,
crit_family,buffers and inverters,
antenna_violating_nets_post_route,0,
wl,17900,um
drc,0,
drt_iter0_markers,289,
met2_usage,0.342,
viasPerCell,5.65,
setup_viol,0,
core,16600,um^2
die_area,17500,um^2
dp_hpwl,11000,um
antenna_found_initial,0,
grt_use_met3,0.125,
path_buffers,3,
htreeDepth,4,
cp_data_arrival_time,3.19,ns
post_cts_buffers,0,
drive_gt1_frac,0.153,
grt_max_degree,40,
yosysTopAreaCellShare,0.566,
critPathLaunch,Addr[2],
synth_top_cell_by_count,edfxtp_1,
synth_flop_count,133,
antennaDiodeCount,0,
skew,0.00493,ns
cts_tree,built,
hold_viol,0,
rows,47,
critical_path_class,input pin to output pin,
max_cap_violations,0,
switching_power,438,uW
ys.flop_type,edfxtp_1,
cts.path.max_buffers,2,
ctsHoldBuffers,0,
wl_per_cell,20.3,um
leakagePower,0.00311,uW
path_cells,buf_2 -> buf_4 -> mux4_2 -> clkdlybuf4s50_1,
internal_power,1530,uW
yosysWarnings,1,
worst_pin_slew,0.935,ns
synth_area_leader_cell,edfxtp_1,
grt_pass1_vias,5276,
seq_area_frac_synth,0.580,
vias,4969,
ir_drop,0.203,mV
p_per_area,232,nW/um^2
async_reset_ff_frac,0,
combPwrFrac,0.108,
place_congestion,0.832,
clock_latency,0.41,ns
hold_path.startpoint,state[3],
finalWorstSetupSlack,2.65,ns
cts_made_buffers,17,
synthTopCellsByCount,"edfxtp_1, nor2_1, nand2_1, mux4_2, clkbuf_1",
ys_cells,552,
cts_sinks,133,
pin_count,98,
cp_max_fo,37,
dr.pass1.iters,5,
tns,0,ns
clock_power_share,0.429,
cp.required,5.84,ns
hold_slack,0.449,ns
period_needed,4.65,ns
die_w,132,um
slowest_delay,0.63,ns
topCellsByArea,"edfxtp_1, mux4_2, nor2_1",
r2r-start,mem[2][5],
fin_util,0.510,
slew_headroom,0.375,
ys_types,54,
die_h,132,um
gr-usage-all-layers,0.231,
ys_area,6800,um^2
netSwitchingFraction,0.223,
grt_overflow,0,
pre_cts_ws,2.58,ns
warning_count,54,
==> power by group through the flow <==
stage	Clock, uW	Sequential, uW	Combinational (uW)
CTS	852	910	214
global route	889	916	231
finish	842	910	211
==> per-stage QoR <==
step	total power, uW	std cells	area [um^2]
6_report	1960	880	8460
4_1_cts	1980	880	8460
3_3_place_gp	1130	848	7870
5_1_grt	2040	880	8460
2_1_floorplan	1030	579	6900
3_5_place_dp	1140	848	7870
==> layout by cell type (no fill, tap or decap), types with 9 or more instances in the layout <==
cell type	synthesis	routed
and3_1	12	12
nor2_1	81	81
buf_4	0	17
conb_1	1	28
a21oi_1	20	20
mux4_2	32	32
nor3_1	24	23
edfxtp_1	128	128
nor4_1	13	11
nand2_1	43	43
xor2_1	19	19
clkdlybuf4s50_1	0	67
clkbuf_16	0	17
a221oi_1	9	9
nand3_1	30	30
and2_1	14	14
==> worst min-delay path: cells and delay by family, from the launching register on <==
family,cells,cell delay [ns]
simple gates,2,0.09
flops,1,0.31
==> final cells by class <==
type / count / area, um^2
inverters: 8 / 30.0
well taps: 220 / 275
flip-flops and latches: 133 / 3940
clock inverters: 15 / 164
repair buffers: 86 / 808
clock buffers: 17 / 425
fillers: 1431 / 8130
multi-input cells: 401 / 2810
==> sequential cells by signal (all words and copies together), names as in the netlist <==
| signal | count |
|---|---|
| _IRQ | 1 |
| mem | 128 |
| state | 4 |
==> worst paths after layout <==
kind	cells past startpoint	end	slack (ns)
min	2	state[3]	0.45
min reg2reg	2	state[3]	0.45
max reg2reg	6	mem[2][28]	4.44
max	4	Dout[31]	2.65
==> layer usage <==
layer  vias up  share of wire
met3        22           0.11
met5         -              0
met1      2398           0.40
li1       2276              -
met4         0          0.020
met2       273           0.47
==> cells by family (layout without fill, tap and decap cells) <==
family / Yosys count / after routing / synth area share
compound gates: 58 / 58 / 0.0602
xor+xnor: 27 / 27 / 0.0348
fa+ha+maj: 2 / 2 / 0.00368
buf+inv: 45 / 126 / 0.0261
flops: 133 / 133 / 0.580
mux: 33 / 33 / 0.108
other cells: 1 / 28 / 0.000552
simple gates: 253 / 253 / 0.187
No activity file was given, so power comes from the tool's default toggle rates.
