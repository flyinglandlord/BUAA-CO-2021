==> flow/design.v <==
`timescale  1ns/1ns
module pm(input wire[32*7-1:0]I,output wire[32*6-1:0]O,
		  output wire[32*3-1:0]Instr,output wire[32*3-1:0]PC,
		  input wire[12:0]opI,output wire[13:0]opO,output wire[1:0]b,
		  input wire clk,rst);
	wire[31:0]instr;wire[31:0]pc;
	wire[31:0]rfz;wire[31:0]rfw;wire[31:0]rfm;
	wire[31:0]aluz;wire[31:0]dmz;
	assign {instr,pc,rfz,rfw,rfm,aluz,dmz}=I;
	assign {b[1'b0],b[1'b1]} = {rfw==rfm,rfw[31]};
	wire[2:0]ifup;wire[5:0]alup;wire[2:0]dmp;wire dme;wire[2:0]wb;
	assign {ifup,alup,dmp,dme} = opI;
	wire[31:0]alux;wire[31:0]aluy;wire[31:0]ifum;
	wire[31:0]cmpx;wire[31:0]cmpy;
	wire[31:0]dmax;wire[31:0]dmx; wire[31:0]rfx;
	assign {ifum,alux,aluy,dmx, dmax,rfx}
		 = {rfz, rfz, rfw, rfm, aluz,alup&&(!dmp)?aluz:dmz};
	assign O = {ifum,alux,aluy,dmax,dmx,rfx};
	assign Instr = {instr,instr,instr};
	assign PC = {pc,pc,pc};
	assign opO = {1'b1,opI};
endmodule
==> flow/run.sh <==
#!/bin/bash
# OpenROAD 26Q1-2900-gdf79404cd8, Yosys 0.63+post, stock flow scripts
make -C /OpenROAD-flow-scripts/flow DESIGN_CONFIG=/design/flow/config.mk WORK_HOME=/design/flow/orfs finish
==> flow/config.mk <==
export PLATFORM = sky130hd
export DESIGN_NAME = pm
export DESIGN_NICKNAME = pm
export VERILOG_FILES = /design/flow/design.v
export SDC_FILE = /design/flow/constraint.sdc
export NUM_CORES = 4
export LEC_CHECK = 1
export CORE_AREA = 10 10 250 250
export DIE_AREA = 0 0 260 260
==> flow/constraint.sdc <==
current_design pm

set clk_period 12.4
set clk_io_pct 0.2

create_clock -name clk0 -period $clk_period

set non_clock_inputs [all_inputs -no_clocks]
set_input_delay [expr $clk_period * $clk_io_pct] -clock clk0 $non_clock_inputs
set_output_delay [expr $clk_period * $clk_io_pct] -clock clk0 [all_outputs]
==> reports/results.ini <==
[timing]
setup_total_negative_slack_ps = 0
final_hold_viol_count = 0
report.final.setup_viol = 0
finalCriticalPeriod_ps = 7314
max-slew-margin-rel_pct = 50.30
rsz0062_at_grt = false
report.final.slew_viol_count = 0
fmaxAchievable_ghz = 0.1367
finalCritPeriodShare_pct = 58.98
worst_pin_slew_ps = 738.7
post-route-worst-setup-slack_ps = 5086

[synth]
synth.avg_cell_area_um2 = 8.179
ys_seq_share_pct = 0
ys_chip_area_um2 = 3672
ys_cells = 449
topCellsByArea = buf_4 75%, mux2_4 12%, xor2_1 7.6%
largest_area_cell = buf_4
cells_after_synth = 449
synth_warnings = 0
synth.distinct_cells = 12
yosysTopAreaCellShare_pct = 75.03
total_standard_cell_area_after_synthesis_um2 = 3672

[placed_design]
dp.final_hpwl_um = 16720
dp_worst_setup_slack_ps = 5041
gp_congestion = 0.7957
number_of_buffers_added_on_ports = 276
placed_cell_area_um2 = 4596

[die]
floorplan.rows = 87
die.size.x_um = 260
core_area_um2 = 56710
fp_util_pct = 6.475
io-pin-count = 639
die_height_um = 260
fp.dieArea_um2 = 67600

[pwr]
switching_power_total_uw = 30.18
total_power_after_layout_uw = 124.1
cell_internal_pwr_uw = 93.89
switch_share_pct = 24.33
max-vdd-ir-drop_mv = 0.008442
power.combinational.fraction_pct = 100.0
power_frac_clock_pct = 0
pwr-share-seq_pct = 0
power.static_leakage_nw = 1.465
cellPowerDensity_nw_per_um2 = 26.98

[cells_and_area]
post-route-cell-area_um2 = 4598
final.fill_count = 6540
flow.area_growth_from_synthesis_pct = 25.21
post_route_cells_drive_above_1_share_pct = 10.36
tally_of_clock_buffers_in_the_finished_layout = 0
register_area_um2 = 0
flop-count = 0

[min_path]
min_delay_worst_endpoint = Instr[10]
min_delay_src = I[202]
hold_depth = 0
min-delay-path-class = input pin to primary output

[setup_path]
crit_arrival_ps = 4830
cp-startpoint = opI[9]
start_kind = input pin
critical_path.endpoint_type = primary output
worst-setup-path-type = input pin to primary output
required_ps = 9920
cp_max_fo = 32

[global_route]
gr-total-overflow = 0
initial_antenna_violation_count = 1
gr-usage-all-layers_pct = 4.705
first_pass_grt_wire_length_um = 21960
grt_start_max_net_pins = 33
first_global_vias = 2701

[routing]
route.met2.wl_um = 9472
route.top_layer_used = met5
wl_met3_um = 4269
drt-pass1-iter-count = 2
average_vias_per_placed_instance = 2.031
detail-route-antenna-nets = 0
drt_iter0_markers = 70
drt_wl_total_um = 17790
routedWlPerCell_um = 15.96
detailroute.via_count = 2263
remaining_drc_errors = 0
routed_met1_length_um = 2923

[clock_tree]
post_cts.resized_instances = 0
postCtsHoldBufs = 0
cts_setup_buffers = 0

[flow_run]
stage_log_warnings = 34
max_cap_violations = 0

[run_status]
outcome = finished clean

[worst max-delay path, stage by stage]
cell	delay [ps]
clkdlybuf4s50_1	420
or4_4	550
nor3_4	160
nor4_4	50
buf_4	280
mux2_4	360
clkdlybuf4s50_1	480
[cells in the mapped netlist]
master,instances
buf_4,367
mux2_2,2
nor4_1,8
buf_8,3
or4_4,1
xor2_1,32
nor3_4,1
nand4_1,2
nor2_1,1
conb_1,1
mux2_4,30
nor4_4,1
[layout by cell type, fill, tap and decap left out]
master and instances:
nand4_1 2, nor4_4 1, or4_4 1, xor2_1 32, nor3_4 1, mux2_4 30
clkdlybuf4s50_1 276, nor4_1 8, conb_1 1, mux2_2 2, diode_2 1, buf_4 2
nor2_1 1
[cells by family (layout without fill, tap and decap cells)]
logic type | count (synthesis) | after routing | share of synthesized area (%)
buffers and inverters | 370 | 278 | 76.25
xor gates and xnor gates | 32 | 32 | 7.632
muxes | 32 | 32 | 12.88
and+or+nand+nor | 14 | 14 | 3.135
other | 1 | 2 | 0.1021
[layout make-up]
type / count / area [um2] / area share [%]
Tap cell: 756 / 945.9 / 20.57
Multi-Input combinational cell: 79 / 872.1 / 18.97
Timing Repair Buffer: 278 / 2778 / 60.41
Antenna cell: 1 / 2.502 / 0.05442
[routing by layer]
layer  GRT usage [%]  up-vias
li1                -      864
met1           2.033      820
met2           9.555      491
met3           4.330       86
met4           2.501        2
met5          0.9496        -
[power groups by stage]
stage       clock [mW]  sequential [mW]  combinational [mW]
4_1_cts              0                0               0.128
5_1_grt   0.0000000108                0               0.133
6_report  0.0000000108                0               0.124
[stage by stage]
step	std cells	utilization (%)	hold WS, ps
finish	1114	8.108	4960
global route	1114	8.108	4960
CTS	1113	8.103	4960
detailed placement	1113	8.103	4960
global placement	1113	8.103	4960
floorplan	449	-	5026
[worst max path at each step]
| stage | end | cells past startpoint |
|---|---|---|
| 4_1_cts | O[27] | 7 |
| 5_1_grt | O[27] | 7 |
| 6_report | O[27] | 7 |
No activity file was given, so power comes from the tool's default toggle rates.
